### /design/flow/config.mk
export PLATFORM = sky130hd
export DESIGN_NAME = draw_ball
export DESIGN_NICKNAME = draw_ball
export VERILOG_FILES = /design/flow/design.v
export SDC_FILE = /design/flow/constraint.sdc
export NUM_CORES = 4
export LEC_CHECK = 1
export CORE_UTILIZATION = 50
### /design/flow/constraint.sdc
current_design draw_ball

set clk_period 24.2
set clk_io_pct 0.2

create_clock -name clk0 -period $clk_period

set non_clock_inputs [all_inputs -no_clocks]
set_input_delay [expr $clk_period * $clk_io_pct] -clock clk0 $non_clock_inputs
set_output_delay [expr $clk_period * $clk_io_pct] -clock clk0 [all_outputs]
### /design/flow/design.v
module draw_ball
#(
	parameter BALL_NUM = 2
)
(
	input [10:0] vcounter,
	input [11:0] hcounter,
	input visible,
	input [BALL_NUM*10-1:0] xs, ys,
	input [1:0] active,
	input [5:0] radius,
	output reg [3:0] out
);
always @(*)
begin : circle
	integer i;
	out = 4'b0000;
	for (i=0; i<2; i=i+1) begin : forblock
		if (active[i] && visible) begin : ballblock
			integer dx, dy;
			dx = hcounter;
			dy = vcounter;
			dx = dx - xs[i*10+:10];
			dy = dy - ys[i*10+:10];
			if (dx*dx + dy*dy <= radius*radius) begin
				out = 4'b1111;
			end
		end
	end
end
endmodule
### /design/flow/run.sh
#!/bin/bash
# OpenROAD 26Q1-2900-gdf79404cd8, Yosys 0.63+post, stock flow scripts
make -C /OpenROAD-flow-scripts/flow DESIGN_CONFIG=/design/flow/config.mk WORK_HOME=/design/flow/orfs finish
==> flow_summary.json <==
{
  "antenna_left": 0,
  "yosys_cells": 2833,
  "critPathLaunchType": "input port",
  "critical_path_class": "input port to output pin",
  "cp_common_cell": "fa_1",
  "cap_violations": 0,
  "wire_per_inst_um": 17.1,
  "setup_violations": 0,
  "crit_path_top_delay_cell": "nand2_1",
  "drv_slew": 0,
  "synthCells": 2833,
  "ctsHoldBuffers": 0,
  "via_per_inst": 5.14,
  "avgSynthCellArea_um2": 9.01,
  "status": "completed",
  "critPathRequiredTime_ns": 19.36,
  "synth_seq_share": 0,
  "cp_max_fo": 21,
  "netlist-cell-type-count": 73,
  "dieArea_mm2": 0.0519,
  "grt_max_degree": 22,
  "grt_pass1_wl_mm": 106,
  "max_slew.worst_pin.slew_ns": 1.10,
  "hold_viol": 0,
  "initCoreUtil": 0.508,
  "route.met2.wl_mm": 28.4,
  "gr-total-overflow": 0,
  "initialDrtViolationCount": 750,
  "ys.warnings.count": 1,
  "maxSlewHeadroom": 0.262,
  "pre_cts_slack_ns": 3.44,
  "cp_top_family": "adder cells",
  "track_usage": 0.279,
  "die_y_um": 228,
  "ctsResizeCount": 0,
  "seq_cells": 0,
  "antenna_cells": 0,
  "drc": 0,
  "critPathCapture": "out[0]",
  "core_area_mm2": 0.0503,
  "io_buffers": 76,
  "regArea_um2": 0,
  "clockBufferCount": 0,
  "timing.final.crit_share": 0.861,
  "dpl.hpwl_mm": 56.4,
  "tns_ns": 0,
  "area_delta_synth_final_pct": 6.64,
  "placedCellCount": 3572,
  "stdcell_count": 3572,
  "antenna_found_initial": 3,
  "drtPass1Iterations": 5,
  "fillCellCount": 4546,
  "cp.buffers_inverters": 9,
  "drive_above_1_share": 0.0221,
  "fp-row-count": 82,
  "place_congestion": 0.988,
  "rsz0062_at_grt": "no",
  "hp-class": "input port to output pin",
  "wl_met1_mm": 25.9,
  "die-width_um": 228,
  "routed.top_layer": "met5",
  "ios": 76,
  "min_period_ns": 20.84,
  "crit_arrival_ns": 16.00,
  "post_cts_buffers": 0,
  "ys_area_mm2": 0.0255,
  "warnings": 38,
  "drt-total-wl_mm": 61.2,
  "end_kind": "output pin",
  "worstSetupStartpoint": "hcounter[0]",
  "syn_area_mm2": 0.0255,
  "worst_slack_ns": 3.36,
  "slowest_delay_ns": 0.64,
  "wl_met3_mm": 6.41,
  "cp.depth": 37,
  "final-comb-area_mm2": 0.0221,
  "vias": 18300,
  "max_freq_ghz": 0.0480,
  "grt_pass1_vias": 20400
}
[stage by stage]
| stage | hold slack [ns] | util | cell area (um2) |
|---|---|---|---|
| detailed placement | 11.22 | 0.541 | 27200 |
| CTS | 11.23 | 0.541 | 27200 |
| floorplan | 10.16 | - | 25500 |
| global route | 11.31 | 0.541 | 27200 |
| finish | 11.25 | 0.541 | 27200 |
| global placement | 11.21 | 0.541 | 27200 |
[cell usage in the layout (no fill, tap or decap), drive strengths merged, types with 3 or more instances in the layout]
| cell | count |
|---|---|
| nand4 | 10 |
| xnor2 | 61 |
| a311oi | 3 |
| and2 | 23 |
| buf | 37 |
| a211oi | 9 |
| nor2b | 22 |
| o21a | 6 |
| nor4 | 10 |
| mux2 | 4 |
| o2111ai | 6 |
| o211ai | 13 |
| or2 | 10 |
| nand2b | 21 |
| o31ai | 5 |
| nor3 | 17 |
| a21o | 30 |
| or3 | 7 |
| o21bai | 11 |
| a2111oi | 4 |
| o21ai | 52 |
| nand2 | 241 |
| ha | 263 |
| a21boi | 9 |
| and3 | 8 |
| a21oi | 80 |
| inv | 846 |
| mux2i | 8 |
| nor2 | 230 |
| nand3 | 18 |
| xor2 | 21 |
| a31oi | 12 |
| fa | 671 |
| clkdlybuf4s50 | 76 |
| clkinv | 18 |
[logic make-up after synthesis]
family	synth area share
simple gates	0.108
fa+ha+maj	0.655
mux	0.00490
xor+xnor	0.0300
compound gates	0.0677
buf+inv	0.134
[worst min path at each step]
stage	startpoint	end	slack, ns	cells past startpoint
6_report	active[0]	out[2]	11.25	9
5_1_grt	active[0]	out[2]	11.31	9
4_1_cts	active[0]	out[2]	11.23	9
[layer usage]
metal / vias up / global-route usage
met5: - / 0.00643
met4: 6 / 0.0168
met3: 39 / 0.102
met2: 599 / 0.417
met1: 9187 / 0.439
li1: 8517 / -
[final cells by class]
cell class / instances / area share
timing repair buffer: 113 / 0.0382
inverter: 864 / 0.119
multi-input combinational: 1923 / 0.812
tap: 672 / 0.0309
[cells in the mapped netlist (all sizes together), types with 5 or more instances]
cell type  count  area (um2)
inv          846        3180
fa           671       13400
ha           263        3290
nand2        241         905
nor2         230         863
a21oi         80         400
xnor2         61         534
o21ai         52         260
clkbuf        38         143
a21o          30         225
and2          23         144
nor2b         22         138
nand2b        21         131
xor2          21         184
clkinv        18        67.6
nand3         18        90.1
nor3          17        90.1
o211ai        13        97.6
a31oi         12        75.1
o21bai        11        82.6
nand4         10        62.6
nor4          10        68.8
or2           10        62.6
a211oi         9        77.6
a21boi         9        67.6
and3           8        50.1
buf            8        46.3
mux2i          8        80.1
or3            7        43.8
o2111ai        6        52.6
o21a           6        45.0
o31ai          5        37.5
