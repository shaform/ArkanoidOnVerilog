<file path="config.mk">
export PLATFORM = sky130hd
export DESIGN_NAME = block_memory
export DESIGN_NICKNAME = block_memory
export VERILOG_FILES = /design/flow/design.v
export SDC_FILE = /design/flow/constraint.sdc
export NUM_CORES = 4
export LEC_CHECK = 1
export CORE_UTILIZATION = 50
export SYNTH_MEMORY_MAX_BITS = 65536
</file>
<file path="run.sh">
#!/bin/bash
# OpenROAD 26Q1-2900-gdf79404cd8, Yosys 0.63+post, stock flow scripts
make -C /OpenROAD-flow-scripts/flow DESIGN_CONFIG=/design/flow/config.mk WORK_HOME=/design/flow/orfs finish
</file>
<file path="design.v">
module block_memory(
	input clock, reset, enable,
	input [4:0] row1, row2,  
	input [4:0] col1, col2,  
	input [1:0] func,
	input [1:0] stage,
	output [2:0] block1, block2,
	output ready
);
localparam MAXX = 320;
localparam MAXY = 480;
localparam LEFT = 160;
localparam TOP = 0;
localparam PD_H = 8;
localparam B_UP = 2'b00;
localparam B_RIGHT = 2'b01;
localparam B_DOWN = 2'b10;
localparam B_LEFT = 2'b11;
localparam F_CLEAR = 2'b00;
localparam F_LOAD = 2'b01;
localparam F_PULL = 2'b10;
localparam F_DROP = 2'b11;
localparam UNIT = 2000000;
localparam UBIT = 21;
localparam MAXROW = 30;
localparam READY = 2'b00;
reg write;
reg [4:0] cnt, addr1;
wire [4:0] addr2;
reg [1:0] state, next_state;
reg [1:0] rom_stage;
wire [29:0] rom_out, out1, out2;
reg [29:0] mem_out, last_out, w_data;
wire rom_enable, end_func, m_write;
assign ready = state == READY;
assign block1 = (out1 >> col1*3) & 3'b111;
assign block2 = (out2 >> col2*3) & 3'b111;
assign addr2 = row2;
always @(*)
begin
	case (state)
		READY: addr1 = row1;
		F_LOAD: addr1 = cnt;
		default: begin
			if (write)
				addr1 = cnt;
			else if (state == F_PULL)
				addr1 = cnt+1;
			else
				addr1 = cnt-1;
		end
	endcase
end
assign m_write = state == READY ? enable && func == 2'b00 : write;
memory mem(clock, m_write, addr1, addr2, w_data, out1, out2);
assign rom_enable = state == F_LOAD;
stage_rom rom(clock, rom_enable, cnt, rom_stage, rom_out);
always @(posedge clock)
begin
	if (reset) begin
		cnt <= 5'b00000;
	end else if (state == READY) begin
		if (next_state == F_DROP)
			cnt <= 5'd29;
		else
			cnt <= 5'd0;
	end else if (write) begin
		if (state == F_DROP)
			cnt <= cnt - 1;
		else
			cnt <= cnt + 1;
	end
end
always @(posedge clock)
begin
	if (reset) state <= READY;
	else state <= next_state;
end
assign end_func = state == F_DROP ? cnt == 5'b00000 && write : (cnt == MAXROW-1 && write);
always @(*)
begin
	if (end_func)
		next_state = READY;
	else case (state)
		READY: next_state = enable ? func : READY;
		F_LOAD: next_state = F_LOAD;
		F_PULL: next_state = F_PULL;
		F_DROP: next_state = F_DROP;
		default: next_state = 2'bxx;
	endcase
end
always @(posedge clock)
begin
	if (reset)
		rom_stage <= 2'b00;
	else if (enable && func == F_LOAD && ready)
		rom_stage <= stage;
end
always @(posedge clock)
begin
	if (~write)
		case (state)
			F_PULL: begin
				if (cnt == 5'd29)
					mem_out <= 30'b000000000000000000000000000000;
				else
					mem_out <= out1;
			end
			F_DROP: begin
				if (cnt == 5'b00000)
					mem_out <= 30'b000000000000000000000000000000;
				else
					mem_out <= out1;
			end
			default: mem_out <= 30'bxxxxxxxxxxxxxxxxxxxxxxxxxxxxxx;
		endcase
	else
		mem_out <= 30'bxxxxxxxxxxxxxxxxxxxxxxxxxxxxxx;
end
always @(*)
begin
	if (state == READY)
		w_data = out1 &(30'b111111111111111111111111111111 ^ (3'b111 << col1*3));
	else if (state == F_LOAD)
		w_data = rom_out;
	else
		w_data = mem_out;
end
always @(posedge clock)
begin
	if (ready)
		write <= 1'b0;
	else
		write <= ~write;
end
endmodule
module memory(
	input clock, write,
	input [4:0] addr1, addr2,
	input [29:0] in,
	output [29:0] out1, out2
);
reg [29:0] ram [29:0];
always @(posedge clock) begin 
	if (write) 
		ram[addr1] <= in; 
end 
assign out1 = ram[addr1]; 
assign out2 = ram[addr2]; 
endmodule
module stage_rom(
	input clock, enable,
	input [4:0] addr,
	input [1:0] stage,
	output reg [29:0] data
);
always @(posedge clock)
begin 
if (enable) 
	case (stage)
		2'b00: case (addr)
				5'b00000: data <= 30'b111_111_111_111_111_111_111_111_111_111;
				5'b00001: data <= 30'b000_000_000_000_000_000_000_100_000_000;
				5'b00010: data <= 30'b000_000_000_000_000_000_000_000_100_000;
				5'b00011: data <= 30'b000_000_000_000_000_000_000_100_000_000;
				5'b00100: data <= 30'b000_100_000_000_000_000_000_000_000_000;
				5'b00101: data <= 30'b000_000_000_000_000_000_000_100_000_000;
				5'b00110: data <= 30'b010_010_010_000_000_000_000_000_000_000;
				5'b00111: data <= 30'b000_000_000_011_100_000_000_100_000_000;
				5'b01000: data <= 30'b000_100_000_000_000_011_000_000_000_000;
				5'b01001: data <= 30'b000_000_000_000_100_000_000_100_000_000;
				5'b01010: data <= 30'b000_100_000_011_000_000_000_000_000_000;
				5'b01011: data <= 30'b000_000_000_000_100_011_100_100_100_000;
				5'b01100: data <= 30'b000_100_000_000_000_000_000_000_000_000;
				5'b01101: data <= 30'b000_000_000_000_000_000_000_000_000_000;
				5'b01110: data <= 30'b000_100_000_000_000_000_000_000_000_000;
				5'b01111: data <= 30'b000_000_000_000_000_000_010_000_000_000;
				5'b10000: data <= 30'b000_000_000_000_000_010_000_010_000_000;
				5'b10001: data <= 30'b000_000_000_000_000_000_010_000_000_000;
				5'b10010: data <= 30'b000_000_000_000_000_000_000_000_000_000;
				5'b10011: data <= 30'b000_000_000_000_000_000_000_000_000_000;
				5'b10100: data <= 30'b000_000_000_000_000_000_000_000_000_000;
				5'b10101: data <= 30'b000_000_000_000_000_000_000_000_000_000;
				5'b10110: data <= 30'b000_000_000_000_000_000_000_000_000_000;
				5'b10111: data <= 30'b000_000_000_000_000_000_000_000_000_000;
				5'b11000: data <= 30'b000_000_000_000_000_000_000_000_000_000;
				5'b11001: data <= 30'b000_000_000_000_000_000_000_000_000_000;
				5'b11010: data <= 30'b000_000_000_000_000_000_000_000_000_000;
				5'b11011: data <= 30'b000_000_000_000_000_000_000_000_000_000;
				5'b11100: data <= 30'b000_000_000_000_000_000_000_000_000_000;
				5'b11101: data <= 30'b000_000_000_000_000_000_000_000_000_000;
				default:  data <= 30'bxxx_xxx_xxx_xxx_xxx_xxx_xxx_xxx_xxx_xxx;
			endcase
		2'b01: case (addr)
				5'b00000: data <= 30'b000_010_000_010_000_010_000_010_000_010;
				5'b00001: data <= 30'b000_100_000_100_000_100_000_100_000_100;
				5'b00010: data <= 30'b011_011_011_011_000_011_011_011_011_011;
				5'b00011: data <= 30'b011_011_011_011_000_011_011_011_011_011;
				5'b00100: data <= 30'b100_011_100_000_000_000_100_011_100_000;
				5'b00101: data <= 30'b100_100_100_000_000_000_100_100_100_000;
				5'b00110: data <= 30'b110_110_110_000_010_000_110_110_110_000;
				5'b00111: data <= 30'b110_010_110_000_000_000_110_010_110_000;
				5'b01000: data <= 30'b100_100_100_000_011_000_100_100_100_000;
				5'b01001: data <= 30'b100_100_100_000_000_000_100_100_100_000;
				5'b01010: data <= 30'b100_011_100_000_010_000_100_011_111_000;
				5'b01011: data <= 30'b100_100_100_000_000_000_100_111_111_000;
				5'b01100: data <= 30'b100_100_100_100_100_100_100_100_100_100;
				5'b01101: data <= 30'b110_110_110_110_110_110_110_110_110_110;
				5'b01110: data <= 30'b101_101_101_101_101_101_101_101_101_101;
				5'b01111: data <= 30'b110_101_110_101_110_101_110_101_110_101;
				5'b10000: data <= 30'b000_000_000_000_000_000_000_000_000_000;
				5'b10001: data <= 30'b000_000_000_000_000_000_000_000_000_000;
				5'b10010: data <= 30'b000_000_000_000_000_000_000_000_000_000;
				5'b10011: data <= 30'b000_000_000_000_000_000_000_000_000_000;
				5'b10100: data <= 30'b000_000_000_000_000_000_000_000_000_000;
				5'b10101: data <= 30'b000_000_000_000_000_000_000_000_000_000;
				5'b10110: data <= 30'b000_000_000_000_000_000_000_000_000_000;
				5'b10111: data <= 30'b000_000_000_000_000_000_000_000_000_000;
				5'b11000: data <= 30'b000_000_000_000_000_000_000_000_000_000;
				5'b11001: data <= 30'b000_000_000_000_000_000_000_000_000_000;
				5'b11010: data <= 30'b000_000_000_000_000_000_000_000_000_000;
				5'b11011: data <= 30'b000_000_000_000_000_000_000_000_000_000;
				5'b11100: data <= 30'b000_000_000_000_000_000_000_000_000_000;
				5'b11101: data <= 30'b000_000_000_000_000_000_000_000_000_000;
				default:  data <= 30'bxxx_xxx_xxx_xxx_xxx_xxx_xxx_xxx_xxx_xxx;
			endcase
		2'b10: case (addr)
				5'b00000: data <= 30'b000_000_000_000_000_000_000_000_000_000;
				5'b00001: data <= 30'b000_000_110_110_110_110_110_110_000_000;
				5'b00010: data <= 30'b000_110_110_110_110_110_110_110_110_000;
				5'b00011: data <= 30'b000_110_110_110_110_110_110_110_110_000;
				5'b00100: data <= 30'b110_110_000_110_110_110_110_000_110_110;
				5'b00101: data <= 30'b110_110_010_110_110_110_110_010_110_110;
				5'b00110: data <= 30'b110_110_010_110_110_110_110_010_110_110;
				5'b00111: data <= 30'b110_000_010_000_110_110_000_010_000_110;
				5'b01000: data <= 30'b110_000_010_000_110_110_000_010_000_110;
				5'b01001: data <= 30'b110_110_010_110_110_110_110_010_110_110;
				5'b01010: data <= 30'b110_110_010_110_110_110_110_010_110_110;
				5'b01011: data <= 30'b110_110_000_110_110_110_110_000_110_110;
				5'b01100: data <= 30'b110_110_110_110_110_110_110_110_110_110;
				5'b01101: data <= 30'b110_110_110_110_110_110_110_110_110_110;
				5'b01110: data <= 30'b110_011_110_110_110_110_110_110_011_110;
				5'b01111: data <= 30'b110_110_101_101_101_101_101_101_110_110;
				5'b10000: data <= 30'b110_110_101_101_101_101_101_101_110_110;
				5'b10001: data <= 30'b000_110_110_101_101_101_101_110_110_000;
				5'b10010: data <= 30'b000_110_110_110_101_101_110_110_110_000;
				5'b10011: data <= 30'b000_000_110_110_110_110_110_110_000_000;
				5'b10100: data <= 30'b000_000_000_110_110_110_110_000_000_000;
				5'b10101: data <= 30'b000_000_000_000_000_000_000_000_000_000;
				5'b10110: data <= 30'b000_000_000_000_000_000_000_000_000_000;
				5'b10111: data <= 30'b000_000_000_000_000_000_000_000_000_000;
				5'b11000: data <= 30'b000_000_000_000_000_000_000_000_000_000;
				5'b11001: data <= 30'b000_000_000_000_000_000_000_000_000_000;
				5'b11010: data <= 30'b000_000_000_000_000_000_000_000_000_000;
				5'b11011: data <= 30'b000_000_000_000_000_000_000_000_000_000;
				5'b11100: data <= 30'b000_000_000_000_000_000_000_000_000_000;
				5'b11101: data <= 30'b000_000_000_000_000_000_000_000_000_000;
				default:  data <= 30'bxxx_xxx_xxx_xxx_xxx_xxx_xxx_xxx_xxx_xxx;
		       endcase
		2'b11: case (addr)
				5'b00000: data <= 30'b111_111_111_111_111_111_111_111_111_111;
				5'b00001: data <= 30'b100_100_100_100_100_100_100_100_100_100;
				5'b00010: data <= 30'b000_100_000_100_000_100_000_100_000_100;
				5'b00011: data <= 30'b100_000_100_000_100_000_100_000_100_000;
				5'b00100: data <= 30'b000_110_000_110_000_110_000_110_000_110;
				5'b00101: data <= 30'b000_000_000_101_011_011_101_000_000_000;
				5'b00110: data <= 30'b000_000_000_000_101_101_000_000_000_000;
				5'b00111: data <= 30'b000_000_000_000_000_000_000_000_000_000;
				5'b01000: data <= 30'b000_000_000_000_000_000_000_000_000_000;
				5'b01001: data <= 30'b000_011_000_000_000_000_000_000_011_000;
				5'b01010: data <= 30'b000_000_000_000_000_000_000_000_000_000;
				5'b01011: data <= 30'b000_000_000_000_011_011_000_000_000_000;
				5'b01100: data <= 30'b000_000_000_000_000_000_000_000_000_000;
				5'b01101: data <= 30'b000_000_000_000_000_000_000_000_000_000;
				5'b01110: data <= 30'b000_000_000_000_000_000_000_000_000_000;
				5'b01111: data <= 30'b000_000_000_001_000_000_000_000_000_000;
				5'b10000: data <= 30'b101_101_101_101_101_101_101_101_101_101;
				5'b10001: data <= 30'b000_000_000_000_000_000_000_000_000_000;
				5'b10010: data <= 30'b000_000_000_000_011_011_000_000_000_000;
				5'b10011: data <= 30'b000_000_000_000_000_000_000_000_000_000;
				5'b10100: data <= 30'b000_011_000_000_000_000_000_000_011_000;
				5'b10101: data <= 30'b000_000_000_000_000_000_000_000_000_000;
				5'b10110: data <= 30'b000_000_000_000_000_000_000_000_000_000;
				5'b10111: data <= 30'b000_000_000_000_101_101_000_000_000_000;
				5'b11000: data <= 30'b000_000_000_101_011_011_101_000_000_000;
				5'b11001: data <= 30'b110_000_110_000_110_000_110_000_110_000;
				5'b11010: data <= 30'b000_100_000_100_000_100_000_100_000_100;
				5'b11011: data <= 30'b100_000_100_000_100_000_100_000_100_000;
				5'b11100: data <= 30'b100_100_100_100_100_100_100_100_100_100;
				5'b11101: data <= 30'b111_111_111_111_111_111_111_111_111_111;
				default:  data <= 30'bxxx_xxx_xxx_xxx_xxx_xxx_xxx_xxx_xxx_xxx;
		       endcase
		default: data <= 30'bxxx_xxx_xxx_xxx_xxx_xxx_xxx_xxx_xxx_xxx;
	endcase
end 
endmodule
</file>
<file path="constraint.sdc">
current_design block_memory

set clk_period 27.7
set clk_io_pct 0.2

create_clock -name clk0 -period $clk_period [get_ports {clock}]

set non_clock_inputs [all_inputs -no_clocks]
set_input_delay [expr $clk_period * $clk_io_pct] -clock clk0 $non_clock_inputs
set_output_delay [expr $clk_period * $clk_io_pct] -clock clk0 [all_outputs]
</file>
==> changes_impl.md <==
### Implementation results

* DIE HEIGHT at 317 µm
* Max frequency at 58.6 MHz
* First-pass GRT wire length at 248 mm
* Setup TNS Final at 0 ns
* Post-CTS Setup Inserts at 0
* Root buf cell: clkbuf_16
* Hold path cells at 2
* Maximum fanout along the worst path at 41
* Hold slack at 0.590 ns
* Die Wd at 317 µm
* Max Cap Viol at 0
* # fillers at 7498
* Ys async rst share at 0
* Tightest Pin Transition at 1.37 ns
* Ports at 34
* Initial Util at 0.505
* CTS tree: yes
* Fin. Hold Viols at 0
* Clock transition at the registers of the reported paths at 0.06 ns
* Yosys warns at 3
* Pre-CTS setup slack at 10.87 ns
* RSZ-0062 raised after global routing: no
* Startpoint types: input port
* Clock Path Buffers at 3
* Detailed Route WL at 172 mm
* Finish-stage setup viols at 0
* Reg-to-reg slack, setup at 21.20 ns
* Tally of OpenROAD warnings at 39
* Grt ovf at 0
* CTS Sinks at 1028
* Mapped Cells at 3637
* Die area at 101000 µm²
* Core footprint at 98400 µm²
* Core Util, Final at 0.560
* Mean Syn Cell Area at 13.7 µm²
* Core Rows at 115
* Leakage at 0.0185 µW
* CP Capture Type: output port
* # DRC at 0
* Yosys synthesis chip area at 49700 µm²
* Initial antenna violation count at 5
* Critical Setup Path Class: input port to output port
* Synth Area in Simple Gates at 0.112
* Inserted Clock Buffers at 111
* Min cycle time layout at 17.07 ns
* Worst Hold Class: flop to flop
* R2R depth at 14
* CTS H-tree lvls at 3
* Via/cell ratio at 6.83
* Iteration-0 DRC Markers at 2944
* Unique cell types at 94
* Syn-to-layout area delta at 10.8%
* Worst skew pair latency at 0.71 ns
* Placer Congestion at 0.969
* Number of port buffers at 33
* Sequential cell area fraction in the yosys report at 0.601
* Dominant combinational family: multiplexers
* Worst VDD drop at 62.3 µV
* Status: completed
* Final WS setup at 10.63 ns
* Yosys reg bits at 1028
* GRT Resource Usage Total at 0.385
* Share of cells above drive strength 1 at 0.203
* Flip-flops with a built-in enable at 930
* Adder Area Share at 0.00403
* Synthesized area at 49700 µm²
* Vias in the first global route at 36000
* Post-CTS Resized at 0
* Post-route insts no fill at 5006
* Mux area share at 0.170
* Routed len/inst at 34.4 µm
* Power Density at 78.1 nW/µm²
* Max-slew violations at 0
* Area fraction in compound gates at 0.0768
* Placed cell count at 4799
* Final Skew at 0.0242 ns
* DP HPWL at 102 mm
* Final Cycle Share at 0.616
* Primary FF master, synth: edfxtp_1
* Antenna Nets Post-Route at 0
* # Cells Yosys at 3637
* Via count at 34200
* Crit path DRT at 22.16 ns
* XOR Share, Synth at 0.000705
* Slew HR at 0.0802
* Hold bufs inserted after CTS at 0
* Worst EP arrival at 11.53 ns
* Pin count of the biggest net entering global routing at 88
* Pre-antenna DRT Iters at 6
worst paths after layout:
kind | from | endpoint
worst max-delay path | row2[0] | block2[0]
worst min-delay path | flop | rom.data[21]$_DFFE_PN_
worst max register to register | cnt[0]$_SDFFE_PP0N_ | mem.ram[10][29]$_DFFE_PP_
worst min register to register | flop | rom.data[21]$_DFFE_PN_
cell type report:
cell class              count  area [µm²]  area share
well taps                1287        1610      0.0292
multi-input cells        2274       18400       0.334
inverters                  37         139     0.00252
repair buffers            173        1410      0.0255
clock buffers             136        3000      0.0544
clock inverters            65         644      0.0117
diodes                      6        15.0    0.000272
flip-flops and latches   1028       29900       0.542
metrics by stage:
step                total power (µW)  instance area [µm²]
floorplan                       2490                49700
global placement                2810                51400
detailed placement              2820                51400
CTS                             4290                55100
global route                    4430                55100
finish                          4300                55100
flip-flops by register name (all words and copies together), names as in the netlist, named ones only:
register   flops
cnt            5
mem.ram      900
mem_out       30
rom.data      30
rom_stage      2
state          2
write          1
worst max-delay path: stages:
cell and delay [ns]:
buf_8 0.39, buf_4 0.66, buf_4 0.58, mux4_2 0.57, mux4_2 0.44, nor2b_1 0.14, a211oi_1 1.12, a211oi_1 0.11
a211oi_1 0.95, a211oi_1 0.20, a31oi_1 0.25, nor2_1 0.06, clkdlybuf4s50_1 0.39
power breakdown:
part | total [µW] | leakage, µW | switching, µW | internal [µW]
sequential | 1930 | 0.00921 | 26.5 | 1900
combinational | 887 | 0.00752 | 637 | 250
clock | 1490 | 0.00180 | 619 | 868
total | 4300 | 0.0185 | 1280 | 3020
routing by layer:
layer,GRT usage,up-vias,share of wire
met5,0.0317,-,0.0024
met4,0.169,18,0.059
met3,0.305,526,0.19
met2,0.510,2776,0.43
met1,0.476,16700,0.32
li1,-,14200,-
synthesized netlist by cell type, types with 66 or more instances:
master    count  area (µm²)
a211oi_1     66         495
mux4_2      316        7120
o21ai_0      92         460
clkbuf_1     66         248
nor2_1      104         390
buf_2       150         751
mux2i_1      80         801
dfxtp_1      98        1960
nand3_1     287        1440
edfxtp_1    930       27900
nand2_1     676        2540
a21oi_1     134         671
placed cells by master, fill, tap and decap left out, types with 19 or more instances in the layout:
cell type / count
a211oi_1: 66
nor3_1: 28
dfxtp_1: 96
nor2_4: 31
nor2_1: 77
nand3_1: 287
mux4_2: 316
buf_4: 140
o21ai_0: 76
and3_1: 56
edfxtp_1: 930
nor2b_1: 25
a31oi_1: 43
a21oi_1: 134
inv_1: 35
clkinv_1: 19
mux2i_1: 80
mux2_2: 48
a311oi_1: 41
clkbuf_16: 115
clkdlybuf4s50_1: 28
clkinv_2: 25
nand2_1: 674
a22oi_1: 22
logic make-up after synthesis:
family          Yosys count
simple gates           1253
flops                  1028
xor+xnor                  4
buf+inv                 335
mux                     444
compound gates          557
fa+ha+maj                16
Power is estimated from default activity; no workload was simulated.
