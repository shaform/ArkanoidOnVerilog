--- /design/flow/config.mk ---
export PLATFORM = sky130hd
export DESIGN_NAME = draw_block
export DESIGN_NICKNAME = draw_block
export VERILOG_FILES = /design/flow/design.v
export SDC_FILE = /design/flow/constraint.sdc
export NUM_CORES = 4
export LEC_CHECK = 1
export CORE_AREA = 10 10 70 70
export DIE_AREA = 0 0 80 80
--- /design/flow/constraint.sdc ---
current_design draw_block

set clk_period 2.1
set clk_io_pct 0.2

create_clock -name clk0 -period $clk_period

set non_clock_inputs [all_inputs -no_clocks]
set_input_delay [expr $clk_period * $clk_io_pct] -clock clk0 $non_clock_inputs
set_output_delay [expr $clk_period * $clk_io_pct] -clock clk0 [all_outputs]
--- /design/flow/design.v ---
module draw_block(
	input clock,
	input [10:0] vcounter,
	input [11:0] hcounter,
	input [2:0] block,
	output [4:0] sel_row, sel_col,
	output reg [3:0] out
);
parameter LEFT = 160;
parameter TOP = 0;
parameter MAXX = 320;
parameter MAXY = 480;
wire range;
assign range = hcounter >= LEFT && hcounter < LEFT+MAXX && vcounter >= TOP && vcounter < TOP+MAXY;
assign sel_col = (hcounter-LEFT)/32;
assign sel_row = (vcounter-TOP)/16;
reg rev;
always @(posedge clock)
	rev <= ~rev;
always @(*)
begin
	if (range) begin 
		if (block == 3'b000)
			out = 4'b0000; 
		else if(~block[2]) begin : tenmulten  
			integer i, j;                                             
			i = (hcounter-LEFT)%32;
			j = (vcounter-TOP)%16;
			if (i>8 && i<23) begin
				if (j==0 || j==15) out = 4'b1000;
				else case (block[1:0])
					2'b00: out = 4'b0000;  
					2'b01: out = 4'b1100;  
					2'b10: out = 4'b1011;  
					2'b11: out = 4'b1101;  
				endcase
			end else if (i==8 || i==23)
				out = 4'b1000; 
			else case(block[1:0])
				2'b11:	if(i==0 || i==31 || j==0 || j==15) out = 4'b1000;
					else out = 4'b1110;  
				default:out = 4'b0000;
			endcase	
		end else if (block[2]) begin : twentymulten  
			integer i,j;
			i = (hcounter-LEFT)%32;
			j = (vcounter-TOP)%16;
			if (i==0 || i==31 || j==0 || j==15) out = 4'b1000;
			else begin
				case (block[1:0])
					2'b00: out = 4'b1001;  
					2'b01: out = 4'b1010;  
					2'b10: out = 4'b1110;  
					2'b11: out = 4'b1111  ;  
				endcase
			end
		end
	end else
		out = 4'b0000;
end
endmodule
--- /design/flow/run.sh ---
#!/bin/bash
# OpenROAD 26Q1-2900-gdf79404cd8, Yosys 0.63+post, stock flow scripts
make -C /OpenROAD-flow-scripts/flow DESIGN_CONFIG=/design/flow/config.mk WORK_HOME=/design/flow/orfs finish
==> flow_metrics.env <==
# source this file to load flow results
export IMPL_highest_fanout_seen_on_the_critical_path=3
export IMPL_syn_inst=69
export IMPL_drt_iter0_drc=16
export IMPL_nFillCells=356
export IMPL_drive_gt1_share_pct=44.4
export IMPL_finalWorstSetupSlack_ns=-0.133
export IMPL_status="finished, violations left"
export IMPL_core_area_sq_um=3420
export IMPL_die_width_um=80
export IMPL_post_dp_hpwl_mm=1.63
export IMPL_rows=21
export IMPL_critPathMostFrequentCell="sky130_fd_sc_hd__buf_6"
export IMPL_tool_warnings=39
export IMPL_postSynthSeqShare_pct=0
export IMPL_antenna_found_initial=0
export IMPL_syn_avg_cell_area_sq_um=7.58
export IMPL_finalSetupViolCount=3
export IMPL_placement_cell_area_sq_um=1060
export IMPL_arrival_ns=1.81
export IMPL_synth_area_sq_um=523
export IMPL_remaining_drc_errors=0
export IMPL_worst_hold_path_endpoint="sel_row[0]"
export IMPL_ff_latch_area_sq_um=0
export IMPL_violations="negative setup slack"
export IMPL_seq_cells=0
export IMPL_final_hold_viol_count=0
export IMPL_pwr_density_cell_nw_per_um2=152
export IMPL_fin_worst_hold_slack_ns=0.840
export IMPL_min_path_type="in -> out"
export IMPL_number_of_global_route_vias_before_repair=678
export IMPL_cp_start_kind="primary input"
export IMPL_timing_worst_setup_path_type="in -> out"
export IMPL_cap_viol_max_count=0
export IMPL_vdd_ir_drop_worst_uv=39.8
export IMPL_dieHeight_um=80
export IMPL_number_of_warning_messages_in_the_yosys_log=1
export IMPL_io_pin_count=41
export IMPL_critPathMaxStageDelay_ns=0.54
export IMPL_fmax_mhz=448
export IMPL_pin_count_of_the_biggest_net_entering_global_routing=11
export IMPL_final_min_period_over_clock_period_pct=106
export IMPL_place_port_buffers=38
export IMPL_avgViaCountPerCell=4.02
export IMPL_design_area_sq_um=1130
export IMPL_grt_remaining_overflow=0
export IMPL_slew_headroom_pct=83.5
export IMPL_syn2layout_area_growth_pct=116
export IMPL_slowest_stage="sky130_fd_sc_hd__or4_4"
export IMPL_yosysUniqueCellTypes=31
export IMPL_final_antenna_net_count=0
export IMPL_timing_final_max_slew_violations=0
export IMPL_initCoreUtil_pct=15.3
export IMPL_critical_path_endpoint_type="primary output"
export IMPL_num_clock_buffers=0
export IMPL_grt_util_all_layers_pct=5.29
export IMPL_detailroute_via_count=683
export IMPL_first_pass_grt_wire_length_mm=2.93
export IMPL_min_delay_path_depth=0
export IMPL_slew_worst_pin_ns=0.240
export IMPL_power_leakage_nw=0.506
export IMPL_yosys_stat_area_sq_um=523
export IMPL_setup_tns_final_ns=-0.261
export IMPL_crit_path_cell_chain="buf_6 > or4_4 > nor3_4 > nand4_4 > buf_6 > a221oi_2 > buf_2"
export IMPL_detail_route_wl_per_cell_um=11.1
export IMPL_route_final_wire_length_mm=1.88
export IMPL_top_layout_cell="sky130_fd_sc_hd__buf_4"
export IMPL_lay_top_cells="23 x sky130_fd_sc_hd__buf_4, 15 x sky130_fd_sc_hd__clkdlybuf4s50_1, 9 x sky130_fd_sc_hd__buf_2"
export IMPL_holdCritStartpoint="vcounter[4]"
export IMPL_dr_pass1_iters=4
export IMPL_grt_setup_unrepaired="true"
export IMPL_route_antenna_diode_count=0
export IMPL_worstPathRequired_ns=1.68
export IMPL_routability_congestion=0.786
export IMPL_yosys_cells=69
export IMPL_die_area_sq_um=6400
export IMPL_period_minus_slack_ns=2.23
[where the power goes]
part           internal (mW)  switching (mW)  total [mW]
combinational          0.105          0.0674       0.172
clock                      0               0           0
sequential                 0               0           0
total                  0.105          0.0674       0.172
[final cells by class]
| cell class | count | area (sq um) | share of cell area [%] |
|---|---|---|---|
| Timing Repair Buffer | 62 | 520 | 46.1 |
| Multi-Input combinational cell | 56 | 529 | 46.8 |
| Inverter | 6 | 22.5 | 1.99 |
| Tap cell | 46 | 57.6 | 5.09 |
[layer usage]
metal,vias up,global-route usage (%),routed length (um)
met5,-,0,0
met4,0,0,0
met3,0,0.909,86
met2,15,9.55,976
met1,302,6.73,820
li1,366,-,-
[worst max-delay path by stage]
stage                       start     end  slack (ns)  depth (start not counted)
after CTS             vcounter[9]  out[1]       -0.16                          7
final                 vcounter[9]  out[1]       -0.13                          7
after global routing  hcounter[7]  out[1]       -0.23                          7
[kinds of logic after synthesis]
| logic type | synth area share, % |
|---|---|
| muxes | 1.91 |
| buffers and inverters | 14.6 |
| adders and majority gates | 14.4 |
| AOI/OAI and AO/OA | 22.2 |
| xor gates and xnor gates | 5.02 |
| and+or+nand+nor | 41.9 |
[through the flow]
step | utilization, % | worst slack [ns] | instances | power, mW
after floorplan | - | 0.326 | 69 | 0.0566
after global placement | 31.2 | -0.748 | 167 | 0.170
after detailed placement | 31.2 | -0.769 | 167 | 0.172
after CTS | 32.0 | -0.160 | 170 | 0.168
after global routing | 33.1 | -0.229 | 170 | 0.189
final | 33.1 | -0.133 | 170 | 0.172
[repair_timing]
item,CTS,global route
gates resized,59,14
setup buffers,3,0
pin swaps,9,4
hold buffers,0,0
endpoints found under the setup margin,8,5
[synth_stat cells, drive strengths merged]
| cell type | number | area share [%] |
|---|---|---|
| o22a | 1 | 1.7 |
| nor2b | 2 | 2.4 |
| a41oi | 1 | 5.3 |
| nand4 | 1 | 2.4 |
| a221oi | 1 | 2.9 |
| ha | 6 | 14 |
| o31a | 1 | 1.7 |
| nor4 | 2 | 2.4 |
| or3 | 1 | 1.2 |
| buf | 7 | 10 |
| a21oi | 8 | 7.7 |
| nor3 | 3 | 5.0 |
| mux2i | 1 | 1.9 |
| o22ai | 1 | 1.2 |
| or3b | 3 | 5.0 |
| nand3 | 1 | 0.96 |
| and4 | 3 | 5.0 |
| inv | 6 | 4.3 |
| nand2b | 5 | 6.0 |
| and3 | 2 | 2.4 |
| or4 | 1 | 2.2 |
| xor2 | 2 | 3.3 |
| o21ai | 2 | 1.9 |
| xnor2 | 1 | 1.7 |
| nor2 | 5 | 4.1 |
| nand3b | 2 | 2.9 |
[worst max-delay path: cells and delay by family]
family,cells,cell delay (ns)
buffers and inverters,3,0.36
AOI/OAI and AO/OA,1,0.16
and+or+nand+nor,3,0.88
Power is estimated from default activity; no workload was simulated.
